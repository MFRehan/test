--- flow/design.v ---
`timescale 1ns / 1ps
module data_memory(
	input wire clk,
	input wire WE,				 
	input wire [31:0] A,		 
	input wire [31:0] WD,	 
	output reg [31:0] RD		 
    );
	reg [31:0] d_mem[31:0];
	always @(posedge clk)
	if (WE)
		d_mem[A] <= WD;
	else
		RD <= d_mem[A];
endmodule
--- flow/config.mk ---
export PLATFORM = sky130hd
export DESIGN_NAME = data_memory
export DESIGN_NICKNAME = data_memory
export VERILOG_FILES = /design/flow/design.v
export SDC_FILE = /design/flow/constraint.sdc
export NUM_CORES = 4
export LEC_CHECK = 1
export CORE_UTILIZATION = 30
--- flow/constraint.sdc ---
current_design data_memory

set clk_period 4.5
set clk_io_pct 0.2

create_clock -name clk0 -period $clk_period [get_ports {clk}]

set non_clock_inputs [all_inputs -no_clocks]
set_input_delay [expr $clk_period * $clk_io_pct] -clock clk0 $non_clock_inputs
set_output_delay [expr $clk_period * $clk_io_pct] -clock clk0 [all_outputs]
--- flow/run.sh ---
#!/bin/bash
# OpenROAD 26Q1-2900-gdf79404cd8, Yosys 0.63+post, stock flow scripts
make -C /OpenROAD-flow-scripts/flow DESIGN_CONFIG=/design/flow/config.mk WORK_HOME=/design/flow/orfs finish
==> impl_metrics.csv <==
group,metric,value,unit
run_status,status,"finished clean",
clock_network,clock_latency,690,ps
clock_network,tritoncts,"done",
synth,ys_seq_share,79.14,%
synth,ys_cells,2108,
power,pwr-share-comb,4.3,%
floorplan,core,0.1320,mm2
placed_design,place_hpwl,54870,um
cells_and_area,comb_area,0.007913,mm2
cells_and_area,area_growth_syn_to_layout,18.01,%
worst_hold_path,hold_class,"reg2reg",
final_timing,setup_tns,0,ps
final_timing,fin_crit,3158,ps
floorplan,fp_util,30.36,%
synth,synth_area,0.04007,mm2
floorplan,chipArea,0.1350,mm2
power,peakVddDrop,0.3105,mV
placed_design,place_congestion,0.8200,
clock_network,hold_buffers,0,
global_route,grt_antenna_before_repair,4,
floorplan,dieWidth,367.5,um
critical_path,critPathCaptureType,"flip-flop",
route,vias,20350,
clock_network,postCtsSetupBuffers,0,
critical_path,crit_path_max_fanout,23,
power,p_sw,4.204,mW
floorplan,num_rows,133,
power,p_leak,15.98,nW
critical_path,slowest_delay,930,ps
clock_network,post_cts_resized,0,
power,power,20.76,mW
final_timing,hold_viol,0,
final_timing,rsz0062_at_grt,"no",
route,viasPerCell,4.923,
cells_and_area,nFillCells,11800,
synth,yosys_warnings,1,
power,p_int,16.55,mW
route,dr.pass1.iters,5,
synth,yosys-top-cells-area,"edfxtp_1, mux2i_1, o22ai_1, nor4_1, buf_2",
global_route,grt_max_degree,91,
route,drt_iter0_markers,1070,
global_route,gr-total-overflow,0,
power,clockPowerShare,42.5,%
synth,synth_top_area_share,79.14,%
final_timing,setup_viol,0,
route,drc,0,
cells_and_area,drive_gt1_share,13.32,%
synth,synth-area-yosys,0.04007,mm2
final_timing,tightest_slew,1036,ps
floorplan,chipHeight,367.5,um
final_timing,finalClockSkew,63.37,ps
cells_and_area,finish.utilization,35.83,%
job,warnings,53,
synth,syn_inst,2108,
clock_network,htreeDepth,3,
critical_path,crit_path_top_delay_cell,"clkdlybuf4s50_1",
critical_path,critical_path_class,"in2reg",
clock_network,cts_max_path_buffers,3,
power,power_density,439.0,mW/mm2
clock_network,clock-sinks,1056,
cells_and_area,finish.instance_area,0.04728,mm2
global_route,grtUsageTotal,15.49,%
final_timing,timing.fmax,316.7,MHz
clock_network,cts-root-buf,"clkbuf_16",
global_route,met2_usage,23.46,%
critical_path,crit_chain,"clkdlybuf4s50_1 > or4b_2 > buf_12 > o22ai_1 > nor4_1 > nand2_1",
route,routedWlPerCell,23.90,um
final_timing,post-route-period-util,70.17,%
global_route,top_usage_layer,"met2",
clock_network,cts_buffers,106,
global_route,globalRouteMet3Util,13.51,%
final_timing,drv_slew,0,
power,power_frac_seq,53.1,%
cells_and_area,regArea,0.03171,mm2
floorplan,pin_count,98,
global_route,grt_pass1_vias,21870,
route,drt_wl_total,98800,um
synth,yosys.cell_types.count,24,
job,cap_violations,0,
route,ant_nets,0,
global_route,grt_pass1_wl,142000,um
critical_path,critPathLaunchType,"input pin",
clock_network,clk_pin_slew_worst_paths,60,ps
global_route,met1_usage,16.34,%
route,diodes,0,
critical_path,required,4910,ps
placed_design,placed_area,0.04372,mm2
critical_path,critPathArrivalTime,3560,ps
synth,synth_flops,1056,
synth,yosys.area.top_type,"edfxtp_1",
power,p_sw_share,20.25,%
synth,synth.avg_cell_area,19.01,um2
final_timing,relSlewSlack,30.74,%
placed_design,portBuffers,70,
area by class of cell:
cell class	instances	area share, %
sequential	1056	67.06
timing repair buffer	196	4.022
clock buffer	134	5.832
clock inverter	67	1.696
multi-input combinational	925	16.73
tap	1755	4.644
inverter	1	0.007938
synthesized netlist by cell type:
cell       instances
edfxtp_1        1056
mux2i_1          512
o22ai_1          255
buf_2             77
nor4_1            64
nand2_1           34
nor2_1            29
clkbuf_1          23
buf_6             19
nand4bb_1          6
buf_4              4
nand3b_1           4
nand4b_1           4
nor3_1             4
buf_1              3
nand3_1            2
or3_1              2
or3b_1             2
or4b_1             2
or4b_4             2
inv_1              1
nand4_1            1
o22ai_2            1
or4_4              1
critical path, delay by kind of cell:
family | cells | cell delay [ps]
buf+inv | 2 | 1220
simple gates | 3 | 1320
compound gates | 1 | 100
metal layers:
| layer | vias to the layer above | part of all wire (%) |
|---|---|---|
| met4 | 8 | 2.2 |
| li1 | 9007 | - |
| met3 | 161 | 18 |
| met1 | 9858 | 33 |
| met2 | 1318 | 47 |
| met5 | - | 0.057 |
power groups by stage:
stage                 combinational, mW  sequential (mW)  clock, mW
after global routing              0.976             11.0       9.36
final                             0.899             11.0       8.83
after CTS                         0.912             11.0       8.97
final timing paths:
path                                from               end  slack, ps  cells after the start
hold reg to reg   d_mem[9][17]$_DFFE_PP_  RD[17]$_DFFE_PN_        690                      4
setup reg to reg  d_mem[14][6]$_DFFE_PP_   RD[6]$_DFFE_PN_       2790                      4
setup / recovery                    A[0]   RD[6]$_DFFE_PN_       1340                      6
hold / removal    d_mem[9][17]$_DFFE_PP_  RD[17]$_DFFE_PN_        690                      4
layout by cell type, fill, tap and decap left out, drive strengths merged, types with 5 or more instances in the layout:
master / netlist / routed
nor4: 64 / 64
clkdlybuf4s50: 0 / 69
buf: 103 / 127
inv: 1 / 5
edfxtp: 1056 / 1056
nand2: 34 / 34
mux2i: 512 / 512
nor2: 29 / 29
o22ai: 256 / 256
clkinv: 0 / 43
bufinv: 0 / 15
clkbuf: 23 / 134
clkinvlp: 0 / 5
nand4bb: 6 / 6
cell families (layout without fill, tap and decap cells):
logic type             after synthesis  after routing  synth area share (%)
AND-OR/OR-AND                      256            256                 4.013
buffers and inverters              127            398                 1.824
flip-flops                        1056           1056                 79.14
multiplexers                       512            512                 12.79
AND/OR/NAND/NOR                    157            157                 2.233
per-stage QoR:
stage / setup slack, ps / hold slack [ps] / instances
after floorplan: 794.7 / 651.5 / 2108
after global placement: 732.6 / 714.2 / 3933
after detailed placement: 723.2 / 718.5 / 3933
after CTS: 1436 / 703.5 / 4134
after global routing: 1242 / 754.5 / 4134
final: 1342 / 693.3 / 4134
flip-flops by register name (all words and copies together), names as in the netlist:
signal and flops:
RD 32, d_mem 1024
Power figures rest on the tool's default switching activity, not on a simulated workload.
