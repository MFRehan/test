## constraint.sdc

```tcl
current_design regfile

set clk_period 7.5
set clk_io_pct 0.2

create_clock -name clk0 -period $clk_period [get_ports {clk}]

set non_clock_inputs [all_inputs -no_clocks]
set_input_delay [expr $clk_period * $clk_io_pct] -clock clk0 $non_clock_inputs
set_output_delay [expr $clk_period * $clk_io_pct] -clock clk0 [all_outputs]
```

## config.mk

```make
export PLATFORM = sky130hd
export DESIGN_NAME = regfile
export DESIGN_NICKNAME = regfile
export VERILOG_FILES = /design/flow/design.v
export SDC_FILE = /design/flow/constraint.sdc
export NUM_CORES = 4
export LEC_CHECK = 1
export CORE_UTILIZATION = 30
```

## run.sh

```bash
#!/bin/bash
# OpenROAD 26Q1-2900-gdf79404cd8, Yosys 0.63+post, stock flow scripts
make -C /OpenROAD-flow-scripts/flow DESIGN_CONFIG=/design/flow/config.mk WORK_HOME=/design/flow/orfs finish
```

## design.v

```verilog
`timescale 1ns / 1ps
module regfile(
	input wire clk,
	input wire WE3,						 
	input wire [3:0] A1, A2, A3,		 
	input wire [31:0] WD3, R15,		 
	output reg [31:0] RD1, RD2			 
    );
	reg [31:0] registers[3:0];
	always @(negedge clk)
	if (WE3)
		registers[A3] <= WD3;
	else 
		begin
		RD1 <= registers[A1];
		RD2 <= registers[A2];
		end
	always @(negedge clk)
   registers[15] <= R15;	
endmodule
```

==> reports/notes.md <==
* cell area after technology mapping: 7500 µm²
* clock slew at reported path FFs: 0.04 ns
* post-CTS setup buffer count: 0
* cell breakdown of the critical path: clkdlybuf4s50_1
* launching point of the worst reg2reg path: registers[1][0]$_DFFE_NP_
* via count of the first global-routing pass: 5267
* number of I/O port buffers: 135
* capturing element type of the critical path: output pin
* Slew Limit Headroom: 0.608
* count of placed standard cells including taps: 765
* top area contributor share: 0.640
* cell types occupying the most area after synthesis: edfxtp_1 (64%), mux4_2 (18%), dfxtp_1 (8.5%)
* number of clock sinks seen by CTS: 192
* net switching share of the total power: 0.280
* number of antenna violations at the first check in global routing: 1
* clock latency on the worst-skew pair: 0.46 ns
* number of cells traversed by the worst register-to-register path: 1
* total net switching power: 798 µW
* largest driver fanout on the critical path: 1
* growth of design area from synthesis to finish: 41.4%
* sort of element at the start of the critical path: flip-flop
* path class of the lowest-slack min-delay path: reg -> reg
* peak supply drop: 0.000157 V
* layer with the highest usage: met2
* top cell type by instance count after synthesis: edfxtp_1
* proportion of power drawn by combinational gates: 0.076
* CTS hold repair buffers: 0
* post-route setup TNS: 0 ns
* overall via count from detail_route: 4363
* drt pass-1 iters: 4
* ys flops: 192
* Resize count post-CTS: 0
* Internal: 2050 µW
* final antenna-violating net count: 0
* Inserted Clock Buffers: 17
* core region area: 24400 µm²
* Worst Path Class, Setup: reg -> out
* CP Data Required Time: 6.00 ns
* setup slack of the most critical reg-to-reg path: 6.35 ns
* endpoints failing setup: 0
* Top delay family on crit path: buffers and inverters
* global-route wire length before repair: 25000 µm
* final setup skew: 0.0159 ns
* area of the chip: 25600 µm²
* maximum buffer depth of the clock tree: 2
* area of the multi-input gates: 1880 µm²
* drt via density: 4.41
* post-DR wirelength/cell: 15.8 µm
* total wire length after detailed routing: 15600 µm
* final HPWL from detailed placement: 8930 µm
* number of synthesis warnings: 1
* number of standard cells reported by yosys: 312
* clock network power share: 0.478
* Primary FF master, synth: edfxtp_1
* Die X-Extent: 160 µm
* run status: completed
* reg-to-reg critical path endpoint: RD2[0]$_DFFE_NN_
* number of design rule violations left after detail routing: 0
* number of enable-type register cells in the synthesized netlist: 160
* Worst setup endpoint: RD2[22]
* grt ovf: 0
* met3 Use GR: 0.116
* transition time at the pin with the least slew margin: 0.587 ns
* final-report max-slew violation count: 0
* synthesized area per cell: 24.0 µm²
* total power after layout: 2840 µW
* final count of hold timing violations: 0
* fraction of met1 tracks used by global routing: 0.162
* instance count on the critical path: 1
* reported leakage power: 0.00431 µW
* async set-or-reset flop fraction in the synthesized netlist: 0
* critical path startpoint: RD2[22]$_DFFE_NN_
* Slowest cell on crit path: clkdlybuf4s50_1
* CTS H-tree lvls: 4
* IO Count: 142
* Initial Utilization: 0.308
* number of distinct library cells after synthesis: 16
* data arrival time of the critical path: 5.05 ns
* fillers: 2119
* met2 usage in global routing: 0.184
* pwr/cell area: 268 nW/µm²
* Mapped Cells: 312
* Iteration-0 DRC Markers: 154
* most used standard cells in the synthesized netlist: edfxtp_1 (160), mux4_2 (60), dfxtp_1 (32)
* share of the core filled with cells: 0.435
* crit path buf inv count: 1
* delay contributed by the slowest stage of the critical path: 0.48 ns
* pin count of the biggest net entering global routing: 37
* Yosys chip area: 7500 µm²
* total routing usage reported by global routing: 0.138
* fraction of final layout cells sized beyond drive strength 1: 0.205
* weighted congestion reported at the end of routability-driven placement: 0.753
* tool warnings: 224
* relative contribution of sequential cells to total power: 0.446
* top cell type by total area after synthesis: edfxtp_1
* max-capacitance violation count: 0
* clock tree from TritonCTS: yes
* area of all sequential standard cells: 5450 µm²
* RSZ-0062 raised after global routing: no
* proportion of synthesized chip area in sequential cells: 0.726
* die outline height: 160 µm
* clock root buffer: clkbuf_16
* non-filler instance count after layout: 989
* std cell rows: 57
kinds of logic after synthesis:
group                  after synthesis  synth area share
buffers and inverters               19            0.0280
DFF                                192             0.726
muxes                               96             0.242
and+or+nand+nor                      5           0.00400
final cells by class:
cell class / count / area share
Inverter: 1 / 0.000708
Clock buffer: 17 / 0.0401
Tap cell: 324 / 0.0382
Timing Repair Buffer: 146 / 0.142
Antenna cell: 1 / 0.000236
Clock inverter: 207 / 0.0890
Multi-Input combinational cell: 101 / 0.177
Sequential cell: 192 / 0.513
registers in the layout (all words and copies together) (netlist names):
register,cells
RD2,32
registers,128
RD1,32
metrics by stage:
step | setup slack, ns | hold slack (ns) | instance area [µm²]
floorplan | -0.162 | 0.594 | 7530
global placement | 0.549 | 0.621 | 9240
detailed placement | 0.518 | 0.626 | 9240
CTS | 0.928 | 0.627 | 10600
global route | 0.854 | 0.640 | 10600
finish | 0.953 | 0.624 | 10600
how the worst min path moves through the flow:
stage | start | to | cells after the start
CTS | registers[3][30]$_DFF_N_ | RD1[30]$_DFFE_NN_ | 1
global route | registers[3][23]$_DFF_N_ | RD1[23]$_DFFE_NN_ | 1
finish | registers[3][30]$_DFF_N_ | RD1[30]$_DFFE_NN_ | 1
power by group through the flow:
stage	Combinational [µW]	Sequential, µW	Clock (µW)
6_report	215	1270	1360
5_1_grt	233	1270	1550
4_1_cts	220	1270	1430
per-layer routing:
layer,part of all wire,up-vias
met5,0,-
met4,0.0067,0
met3,0.15,10
met2,0.47,264
met1,0.37,2076
li1,-,2013
cell usage in the layout, fill, tap and decap left out, types with 2 or more instances in the layout:
| cell type | Yosys | final |
|---|---|---|
| buf_2 | 6 | 4 |
| mux2_2 | 24 | 24 |
| clkinv_8 | 0 | 2 |
| mux4_1 | 4 | 4 |
| edfxtp_1 | 160 | 160 |
| buf_4 | 1 | 4 |
| clkbuf_16 | 0 | 17 |
| inv_8 | 0 | 5 |
| buf_12 | 6 | 7 |
| dfxtp_1 | 32 | 32 |
| mux2_1 | 8 | 8 |
| mux4_2 | 60 | 60 |
| clkdlybuf4s50_1 | 0 | 131 |
| inv_12 | 0 | 3 |
| bufinv_16 | 0 | 2 |
| inv_1 | 2 | 192 |
| inv_6 | 0 | 3 |
Power and IR drop assume default switching activity.
