$ cat ./design.v
`timescale 1ns / 1ps
module alu(
	input wire [31:0] SrcA,
	input wire [31:0] SrcB,
	input wire [1:0] ALUControl,
	output reg [31:0] ALUResult,
	output wire [3:0] ALUFlags
    );
	reg carry;
	always @(*)
	case (ALUControl)
				2'b00	:	 
								{carry, ALUResult} = SrcA + SrcB;
				2'b01	:	 
								ALUResult = SrcA - SrcB;
				2'b10	:	 
								ALUResult = SrcA & SrcB;
				2'b11	:	 
								ALUResult = SrcA | SrcB;
	endcase 
	assign ALUFlags[0] = ~ALUControl[1] & 
								(ALUResult[31] ^ SrcA[31]) &
								~(ALUControl[0] ^ SrcA[31] ^ SrcB[31]) ;		 
	assign ALUFlags[1] = carry;													 
 	assign ALUFlags[2] = (ALUResult == 0)? 1'b1 : 1'b0;					 
	assign ALUFlags[3] = ALUResult[31];											 
endmodule
$ cat ./run.sh
#!/bin/bash
# OpenROAD 26Q1-2900-gdf79404cd8, Yosys 0.63+post, stock flow scripts
make -C /OpenROAD-flow-scripts/flow DESIGN_CONFIG=/design/flow/config.mk WORK_HOME=/design/flow/orfs finish
$ cat ./config.mk
export PLATFORM = sky130hd
export DESIGN_NAME = alu
export DESIGN_NICKNAME = alu
export VERILOG_FILES = /design/flow/design.v
export SDC_FILE = /design/flow/constraint.sdc
export NUM_CORES = 4
export LEC_CHECK = 1
export CORE_UTILIZATION = 50
$ cat ./constraint.sdc
current_design alu

set clk_period 25.4
set clk_io_pct 0.2

create_clock -name clk0 -period $clk_period

set non_clock_inputs [all_inputs -no_clocks]
set_input_delay [expr $clk_period * $clk_io_pct] -clock clk0 $non_clock_inputs
set_output_delay [expr $clk_period * $clk_io_pct] -clock clk0 [all_outputs]
==> impl_metrics.yaml <==
# flow metrics
run_status:
  status: "complete, no violations"
power:
  leakagePower_nw: 2.869
  powerDensity_nw_per_um2: 23.70
  irDropWorstVdd_v: 0.00001372
  p_total_mw: 0.1569
cts:
  post_cts_buffers: 0
  cts-hold-fix-buffers: 0
  ctsResizeCount: 0
setup_path:
  arrival_ns: 9.96
  critPathLaunchType: "input pin"
  path_class: "in2out"
  critical_path_required_ns: 20.32
  crit_path_max_fanout: 12
  cp-end-kind: "primary output"
synth:
  avgSynthCellArea_um2: 6.697
  synth_flops: 1
  yosysCellCount: 843
  synth.distinct_cells: 88
  synth-main-ff-cell: "dlxtn_1"
  syn_inst: 843
  topCellsByArea: "ha_1 21%, inv_1 6.3%, a21oi_1 6.0%"
  ys_area_um2: 5645
  ys_async_sr_fraction_pct: 0
  synth-edff-count: 0
  synth_top_area_share_pct: 21.05
  largest_area_cell: "ha_1"
  netlist_area_um2: 5645
  synth_warnings: 1
global_route:
  grt_max_degree: 68
  antenna_found_initial: 0
  grt_pass1_vias: 6007
  track_usage_pct: 34.96
  grt_first_pass_wirelength_mm: 31.31
  gr-total-overflow: 0
routing:
  vias: 6510
  antenna_cells: 0
  routedWlPerCell_um: 19.49
  dr.pass1.iters: 6
  first_iter_violations: 439
  via_per_inst: 6.266
  wl_mm: 20.25
  postRouteAntennaNets: 0
  remaining_drc_errors: 0
final_timing:
  unclocked_pins: 1
  fin_crit_ns: 15.04
  setup_tns_ns: 0
  fin_crit_sh_pct: 59.21
  untimed_endpoints: 2
  worst_pin_slew_ns: 1.038
  fmax_mhz: 66.50
  layout_setup_ws_ns: 10.36
  setup_viol: 0
  hold_violations: 0
  max-slew-margin-rel_pct: 29.03
  hold_ws_ns: 11.20
  rsz0062_at_grt: "false"
  drv_slew: 0
die:
  initCoreUtil_pct: 51.62
  core_area_um2: 10940
  row_count: 38
  io_pins: 102
  fp.dieH_um: 108.3
  die-area_um2: 11720
  die_w_um: 108.3
layout:
  area_growth_pct: 17.27
  drive_above_1_share_pct: 4.894
  fillers: 991
  largest_register_ffs: 1
place:
  pre_cts_ws_ns: 10.39
  io_buffers: 102
  gp_congestion: 1.019
  hpwl_mm: 16.19
job:
  stage_log_warnings: 96
  cap_viol_max_count: 0
min_path:
  worstHoldPathType: "in2out"
[layout by cell type, fill, tap and decap left out, drive strengths merged, types with 6 or more instances in the layout]
master,instances
nand2,71
o21bai,8
nand4,11
nand2b,7
o21a,6
nor2,68
a21oi,70
nor3,27
or3,9
o21ai,57
a211o,6
o211ai,23
inv,96
clkdlybuf4s50,100
a21o,14
o31ai,11
buf,7
o31a,9
or4,12
nor2b,18
nor4,13
ha,95
mux2i,8
and3,7
nand3,12
a211oi,19
xnor2,16
a31oi,7
a2111oi,7
[critical path, stage by stage]
cell,delay [ns]
clkdlybuf4s50_1,0.51
inv_1,0.05
ha_1,0.44
or3_1,0.54
a211oi_1,0.48
nor3_2,0.17
or4b_1,0.57
mux2i_1,0.14
a211o_1,0.24
or4_1,0.53
or4_1,0.50
nor4_2,0.21
clkdlybuf4s50_1,0.50
[per-layer routing]
metal	track usage (%)	vias up	routed length [um]
met4	19.50	0	1316
met2	60.15	278	9580
li1	-	3186	-
met1	43.46	2973	8242
met5	0	-	0
met3	1.963	73	1107
[Yosys cell counts, types with 4 or more instances]
cell type,n
o211a_1,5
mux2i_1,8
buf_1,5
nand4_1,11
a211oi_1,16
a21oi_1,68
and3_1,6
or4_1,11
inv_1,95
o21bai_1,8
o41a_1,4
nand3b_1,5
nand2_1,70
xnor2_1,16
ha_1,95
xor2_1,4
buf_4,6
o21ai_0,51
a2111oi_0,4
o21ai_1,4
or2_2,4
clkbuf_1,22
o31a_1,9
o221ai_1,4
a211o_1,6
o31ai_1,10
nor2_1,68
mux2_2,5
nand2b_1,7
nor4_1,9
and2_1,4
o21a_1,6
nor2b_1,18
a311oi_1,4
nand3_1,12
buf_2,16
or3_1,9
a21o_1,14
a31oi_1,7
o211ai_1,23
nor3_1,26
[path summary, 6_finish.rpt]
path | to | depth (start not counted) | startpoint | slack [ns]
worst max-delay path | ALUFlags[2] | 13 | SrcA[13] | 10.36
worst min-delay path | ALUResult[3] | 4 | ALUControl[0] | 11.20
[power breakdown]
part | switching [mW] | internal, mW | leakage, nW
combinational | 0.0886 | 0.0680 | 2.86
clock | 0 | 0 | 0
sequential | 0.0000298 | 0.000229 | 0.00804
[logic make-up (layout without fill, tap and decap cells)]
| kind of cell | Yosys count | in the layout | share of synthesized area [%] |
|---|---|---|---|
| and+or+nand+nor | 278 | 278 | 25.71 |
| muxes | 14 | 14 | 2.815 |
| latches | 1 | 1 | 0.2659 |
| xor gates and xnor gates | 20 | 20 | 3.103 |
| buffers and inverters | 147 | 203 | 10.79 |
| adders and majority gates | 97 | 97 | 21.76 |
| AOI/OAI and AO/OA | 286 | 286 | 35.55 |
[through the flow]
stage / instance area, um^2 / util (%) / cells
2_1_floorplan: 5645 / - / 843
3_3_place_gp: 6620 / 60.54 / 1039
3_5_place_dp: 6620 / 60.54 / 1039
4_1_cts: 6620 / 60.54 / 1039
5_1_grt: 6620 / 60.54 / 1039
6_report: 6620 / 60.54 / 1039
[final cells by class]
type	count	area (um^2)	area share, %
well taps	140	175.2	2.646
multi-input cells	695	5021	75.85
flip-flops and latches	1	15.01	0.2268
repair buffers	107	1049	15.84
inverters	96	360.3	5.443
Power is estimated from default activity; no workload was simulated.
